`flow/run.sh`:
```
#!/bin/bash
# OpenROAD 26Q1-2900-gdf79404cd8, Yosys 0.63+post, stock flow scripts
make -C /OpenROAD-flow-scripts/flow DESIGN_CONFIG=/design/flow/config.mk WORK_HOME=/design/flow/orfs finish
```
`flow/config.mk`:
```
export PLATFORM = sky130hd
export DESIGN_NAME = seven_seg_controller
export DESIGN_NICKNAME = seven_seg_controller
export VERILOG_FILES = /design/flow/design.v
export SDC_FILE = /design/flow/constraint.sdc
export NUM_CORES = 4
export LEC_CHECK = 1
export CORE_UTILIZATION = 30
```
`flow/constraint.sdc`:
```
current_design seven_seg_controller

set clk_period 5.6
set clk_io_pct 0.2

create_clock -name clk0 -period $clk_period [get_ports {clk}]

set non_clock_inputs [all_inputs -no_clocks]
set_input_delay [expr $clk_period * $clk_io_pct] -clock clk0 $non_clock_inputs
set_output_delay [expr $clk_period * $clk_io_pct] -clock clk0 [all_outputs]
```
`flow/design.v`:
```
`timescale 1ns / 1ps
module seven_seg_controller(
 input clk,
 input overflow,
 input carry_out,
 input [3:0] sum,
 input [6:0] result,
 input [3:0] ip1,
 input [3:0] ip2,
 input [6:0] input1,
 input [6:0] input2,
 output reg [6:0]T,
 output reg [3:0] temp,
 output reg [7:0] t_an
    );
reg [31:0]Time=32'd0;
reg [2:0]num=3'd0;  
always@(posedge clk)
 begin
    if(Time==32'h40000)
    begin
        Time <= 0;
        num <= num + 1'b1;
    end
    else
        Time <= Time + 1;
 end
 always@(sum,carry_out,overflow)
 begin
        if((overflow==1 && carry_out==1)||(sum[3]== 1 && overflow==0))
            temp <= (~sum) + 1'b1;
        else
            temp <= sum;
 end
 always@(posedge clk)
 begin
     case(num)
        3'b000: 
                begin
                    t_an = 8'b11111110;
                    T = result;
                end
        3'b001: begin
                    t_an = 8'b11111101;
                    if((overflow==1 && carry_out==1)||(sum[3]==1 && overflow==0))
                        T = 7'b0111111;
                    else
                        T = 7'b1111111;
                end
        3'b010: begin 
                    t_an = 8'b11111011; 
                    T = 7'b1111111; 
                end
        3'b011: begin 
                    t_an = 8'b11110111; 
                    T = 7'b1111111;
                end
        3'b100: begin
                    t_an = 8'b11101111;
                    T = input2;
                end
        3'b101: begin
                    t_an = 8'b11011111;
                    if(ip2[3] == 1)
                        T = 7'b0111111;
                    else
                        T = 7'b1111111;
                end
        3'b110: begin
                    t_an = 8'b10111111;
                    T = input1;
                end
        3'b111: begin
                    t_an = 8'b01111111;
                    if(ip1[3] == 1)
                        T = 7'b0111111;
                    else
                        T = 7'b1111111;
                end
    endcase
 end 
endmodule
```
==> flow_summary.json <==
{
  "clkSlewWorstSetupHoldPaths_ns": 0.08,
  "overflow": 0,
  "synth-seq-area-share": 0.467,
  "finalHoldViolations": 0,
  "yosys-stat-area_um2": 2210,
  "ir_worst_vdd_mv": 0.127,
  "die_y_um": 87.8,
  "fillerInstances": 659,
  "drt-initial-drc-count": 34,
  "hp-class": "register to register",
  "numPlacedInstances": 371,
  "fin_skew_ns": 0.00797,
  "syn_to_final_growth_pct": 31.4,
  "yosys_warnings": 1,
  "slew_viol_final": 0,
  "slew_headroom": 0.409,
  "cts_setup_buffers": 0,
  "critical_path.cell_chain": "clkdlybuf4s50_1 -> mux2i_1 -> mux2_2 -> clkdlybuf4s50_1",
  "top_level_ports": 55,
  "cts-htree-levels": 2,
  "antenna_left": 0,
  "synth.ff_latch_count": 50,
  "ys_cells": 231,
  "leakagePower_nw": 1.05,
  "reg2reg_depth": 6,
  "dieWidth_um": 87.8,
  "tightest_slew_ns": 0.878,
  "outcome": "finished, final reports clean",
  "routed-via-count": 1704,
  "final_area_um2": 2900,
  "cts.sinks": 50,
  "whs_path_depth": 1,
  "drt_first_pass_iters": 4,
  "place_congestion": 0.758,
  "antenna_cells": 0,
  "timing.critical_path.buf_inv": 2,
  "warning_count": 36,
  "clk_path_buf_depth": 2,
  "placed_area_um2": 2790,
  "cts_resized": 0,
  "fin_tns_setup_ns": 0,
  "start_kind": "input port",
  "fp-row-count": 30,
  "dpl_worst_slack_ns": 1.73,
  "critPathRequiredTime_ns": 4.48,
  "cp_slowest_cell": "clkdlybuf4s50_1",
  "drc": 0,
  "grt_max_degree": 15,
  "clk_latency_ns": 0.29,
  "synthCells": 231,
  "drive_gt1_frac": 0.0495,
  "fin_crit_ns": 3.85,
  "synth_cell_types": 37,
  "setup_viol": 0,
  "maxCapViolCount": 0,
  "critPathCaptureType": "output pin",
  "max_stage_delay_ns": 0.50,
  "p_per_area_nw_per_um2": 221,
  "via_per_inst": 4.50,
  "netlist_area_um2": 2210,
  "cpMostUsedCell": "clkdlybuf4s50_1",
  "cts_hold_buffers": 0,
  "numPortBuffers": 48,
  "grt_first_pass_wirelength_mm": 6.99,
  "finalNonFillerCells": 379,
  "ys.flop_type": "dfxtp_1",
  "core_um2": 6940,
  "max_freq_ghz": 0.260,
  "floorplanUtilization": 0.318,
  "fin_ws_ns": 1.75,
  "dp_hpwl_mm": 3.00,
  "dieArea_um2": 7700,
  "critical_path_class": "input port to output pin",
  "wirelength_mm": 4.23,
  "numCtsBuffers": 5,
  "cts-root-buf": "clkbuf_8",
  "avgRoutedWirePerCell_um": 11.2,
  "path_max_fanout": 3,
  "worst-path-stages": 4,
  "worstPathArrival_ns": 2.73,
  "antenna_found_initial": 0,
  "finalClockPeriodUsage": 0.687,
  "edf_count": 3,
  "cts_tree": "yes",
  "regArea_um2": 1030,
  "rsz0062_at_grt": "false",
  "grt_pass1_vias": 1584,
  "cp_top_family": "buffers and inverters",
  "logic_area_um2": 1100,
  "syn_area_per_cell_um2": 9.55,
  "synthArstFlopShare": 0,
  "grt_usage": 0.114
}
[state kept, by name, summed over array words and instances, names as in the netlist]
register	count
Time	32
t_an	8
T	7
num	3
[cells in the mapped netlist, types with 2 or more instances]
master    count  area (um2)
a21oi_1       8        40.0
a22o_1        6        52.6
and2_1        2        12.5
and3_1        6        37.5
and4_1        2        17.5
clkbuf_1      4        15.0
dfxtp_1      47         941
edfxtp_1      3        90.1
ha_1          9         113
inv_1        13        48.8
nand2_1      18        67.6
nand3_1      11        55.1
nand3b_1      2        15.0
nand4_1      15        93.8
nor2_1       18        67.6
nor2b_1       3        18.8
nor3_1        9        45.0
nor4_1        6        37.5
nor4b_1       2        17.5
o21ai_0       3        15.0
xnor2_1      22         193
xor2_1        7        61.3
[worst register-to-register path, stage by stage (launching register included)]
cell and delay, ns:
edfxtp_1 0.60, inv_1 0.12, ha_1 0.26, nor2_1 0.15
nand2_1 0.09, nor3_1 0.62, a21oi_1 0.14
[routing by layer]
metal  wire [um]  track usage  vias to the layer above
met5           0            0                        -
met4          42       0.0134                        0
met3         306       0.0239                        5
met2        1660        0.179                       43
met1        2220        0.170                      747
li1            -            -                      909
[layout by cell type (no fill, tap or decap), drive strengths merged, types with 7 or more instances in the layout]
cell	netlist	final
nand4	17	17
inv	13	13
clkbuf	4	7
nand2	18	18
clkdlybuf4s50	0	48
ha	9	9
nor3	9	9
dfxtp	47	47
xnor2	23	23
xor2	7	7
nor2	18	18
nand3	11	11
a21oi	8	8
[per-stage QoR]
stage / hold slack [ns] / util / power (W)
2_1_floorplan: 0.435 / - / 0.000376
3_3_place_gp: 0.450 / 0.402 / 0.000408
3_5_place_dp: 0.456 / 0.402 / 0.000408
4_1_cts: 0.472 / 0.417 / 0.000653
5_1_grt: 0.484 / 0.417 / 0.000671
6_report: 0.465 / 0.417 / 0.000642
[cell type report]
class	count	area share
Inverter	13	0.0168
Timing Repair Buffer	49	0.168
Tap cell	96	0.0415
Clock buffer	7	0.0263
Multi-Input combinational cell	163	0.381
Clock inverter	1	0.0104
Sequential cell	50	0.356
[cell families after synthesis]
logic type / share of synthesized area
flops: 0.467
buf+inv: 0.0323
simple gates: 0.254
mux: 0.00964
compound gates: 0.0630
xor+xnor: 0.123
fa+ha+maj: 0.0511
[worst paths after layout]
| path | startpoint | endpoint | slack, ns |
|---|---|---|---|
| hold / removal | Time[31] | Time[31] | 0.46 |
| setup reg to reg | num[2] | T[1] | 3.48 |
| hold reg to reg | Time[31] | Time[31] | 0.46 |
| setup / recovery | overflow | temp[1] | 1.75 |
[power by group]
group	internal (W)	switching (W)	total (W)	leakage, nW
Combinational	0.0000300	0.00000782	0.0000378	0.586
Sequential	0.000361	0.000000514	0.000361	0.416
Clock	0.000134	0.000109	0.000243	0.0524
Total	0.000524	0.000117	0.000642	1.05
Power figures rest on the tool's default switching activity, not on a simulated workload.
