==> flow/run.sh <==
#!/bin/bash
# OpenROAD 26Q1-2900-gdf79404cd8, Yosys 0.63+post, stock flow scripts
make -C /OpenROAD-flow-scripts/flow DESIGN_CONFIG=/design/flow/config.mk WORK_HOME=/design/flow/orfs finish
==> flow/config.mk <==
export PLATFORM = sky130hd
export DESIGN_NAME = counter_odd_even
export DESIGN_NICKNAME = counter_odd_even
export VERILOG_FILES = /design/flow/design.v
export SDC_FILE = /design/flow/constraint.sdc
export NUM_CORES = 4
export LEC_CHECK = 1
export CORE_AREA = 10 10 70 70
export DIE_AREA = 0 0 80 80
==> flow/constraint.sdc <==
current_design counter_odd_even

set clk_period 1.7
set clk_io_pct 0.2

create_clock -name clk0 -period $clk_period [get_ports {clk}]

set non_clock_inputs [all_inputs -no_clocks]
set_input_delay [expr $clk_period * $clk_io_pct] -clock clk0 $non_clock_inputs
set_output_delay [expr $clk_period * $clk_io_pct] -clock clk0 [all_outputs]
==> flow/design.v <==
`timescale 1ns/1ps
module counter_odd_even(
    input clk, F, P,
    output reg [3:0] counter
);
initial begin
    counter = 4'd0;
end
    always@(posedge clk) begin
        if (F == 0) begin  
            if (P == 0) begin  
                if (counter % 4'd2 != 4'd0) begin  
                    if (counter < 4'd15) begin
                        counter = counter + 4'd1;
                    end
                    else begin
                        counter = 4'd0;
                    end
                end
            end
            else begin  
                if (counter % 4'd2 == 4'd0) begin  
                    counter = counter + 4'd1;
                end
            end
            if (counter < 4'd14) begin
                counter = counter + 4'd2;
            end
            else if (counter == 4'd14) begin
                counter = 4'd0;
            end
            else begin
                counter = 4'd1;
            end
        end
        else begin  
            if (P == 0) begin  
                if (counter % 4'd2 != 4'd0) begin  
                    counter = counter - 4'd1;  
                end
            end
            else begin  
                if (counter % 4'd2 == 4'd0) begin  
                    if (counter > 4'd0) begin
                        counter = counter - 4'd1;
                    end
                    else  begin
                        counter = 4'd15;
                    end
                end
            end
            if (counter > 4'd1) begin
                counter <= counter - 4'd2;
            end
            else if (counter == 4'd1) begin
                counter = 4'd15;
            end
            else begin
                counter = 4'd14;
            end
        end
    end
endmodule
==> results.cfg <==
; flow metrics
[floorplanning]
dieArea_um2 = 6400
fp-row-count = 21
die_x_um = 80
fp.dieH_um = 80
io_pins = 7
fp_util_pct = 10.29
core_um2 = 3416

[cts]
clk_latency_ps = 230
cts_max_level = 1
cts_hold_buf = 0
cts_made_buffers = 3
cts_tree = built
cts_buffer_depth = 2
clockRootBuffer = clkbuf_4
cts_num_sinks = 4
cts.clk_slew.worst_paths_ps = 30

[logic_synthesis]
topCellsByArea = dfxtp_1 (23%), ha_1 (18%), o31a_1 (5.0%)
postSynthSeqShare_pct = 22.78
syn_area_um2 = 351.6
top_logic_kind = simple AND/OR/NAND/NOR gates
synth-adder-area-share_pct = 17.79
avgSynthCellArea_um2 = 8.575
netlist_top_cells_count = ha_1 (5), dfxtp_1 (4), nand2_1 (4), nor2_1 (4), inv_1 (3)
yosysTopAreaCell = dfxtp_1
ys_warn_count = 1
synth_simple_gate_area_share_pct = 21.00
top_cell = ha_1
synthArstFlopShare_pct = 0
synth-seq-cells = 4
ys_types = 22
xor_share_pct = 7.473
top_cell_area_share_pct = 22.78
ys_cells = 41
mux_area_share_pct = 2.847
aoi_share_pct = 20.64
synthCells = 41
synthFlopType = dfxtp_1
edf_count = 0
ys_area_um2 = 351.6

[route]
first_pass_iters = 4
vias_per_cell = 3.243
wire_per_inst_um = 8.049
drt-initial-drc-count = 14
ant_nets = 0
remaining_drc_errors = 0
vias = 334
routed_wl_um = 829
antennaDiodeCount = 0

[critical_path]
critPathKind = reg -> reg
cp.required_ps = 1810
crit_path_start_kind = flip-flop
endpoint_kind = flip-flop
cp_max_fo = 4
critical_path_arrival_ps = 1840

[final_timing]
maxSlewViolCount = 0
post-route-period-util_pct = 101.8
max_freq_ghz = 0.5778
setup_viol = 1
tns_ps = -30.79
post-route-min-period_ps = 1731
fin_skew_ps = 0.5426
hold_viol_final = 0
rsz0062_at_grt = yes
layout_setup_ws_ps = -30.79
slew_headroom_pct = 75.59
worstMarginPinSlew_ps = 356.9

[placement]
place.gp.congestion = 0.8380
portBuffers = 6
dpl.hpwl_um = 678.5
dp_cells = 100

[layout]
fin_cells = 103
regMostFlops = counter
nFillCells = 386
final_layout_size_suffix_gt1_share_pct = 38.60
largest_reg_flops = 4
area_growth_pct = 65.12
top_regs = counter: 4 flops

[outcome]
status = finished with violations
violations = negative setup slack

[pwr]
peakVddDrop_uv = 243.8
p_per_area_nw_per_um2 = 1224
p_leak_nw = 0.2298

[global_routing]
track_usage_pct = 2.665
grt_pass1_vias = 344
grt_max_degree = 8
grt_pass1_wl_um = 1449
antenna_found_initial = 0
grt_overflow = 0

[hold_path]
hp-class = in -> reg

[run]
tool_warnings = 29
drv_cap = 0
[cell families (layout without fill, tap and decap cells)]
group / Yosys count / in the layout
compound gates: 10 / 10
xor+xnor: 3 / 3
fa+ha+maj: 5 / 5
buf+inv: 5 / 21
flops: 4 / 4
mux: 1 / 1
simple gates: 13 / 13
[metal layers]
layer / vias up / wire length (um) / GRT usage, % / share of wire [%]
met5: - / 0 / 0 / 0
met4: 0 / 27 / 1.232 / 3.3
met2: 8 / 340 / 3.772 / 41
li1: 179 / - / - / -
met1: 145 / 425 / 3.662 / 51
met3: 2 / 37 / 0.6818 / 4.5
[per-stage QoR]
step | hold slack [ps] | utilization, % | power, W | worst slack [ps] | instance area (um2)
4_1_cts | 508.6 | 16.41 | 0.0007120 | -36.23 | 560.5
3_3_place_gp | 768.6 | 15.71 | 0.0005738 | -455.5 | 536.8
3_5_place_dp | 785.5 | 15.71 | 0.0005868 | -456.4 | 536.8
5_1_grt | 543.1 | 17.00 | 0.0007835 | -141.9 | 580.6
2_1_floorplan | 434.9 | - | 0.0003899 | 14.03 | 366.6
6_report | 527.6 | 17.00 | 0.0007105 | -30.79 | 580.6
[area by class of cell]
cell class                      instances  area, um2  share of cell area (%)
Inverter                                3      11.26                   1.940
Tap cell                               46      57.56                   9.914
Timing Repair Buffer                   15      126.4                   21.77
Multi-Input combinational cell         32      275.3                   47.41
Sequential cell                         4      87.58                   15.09
Clock buffer                            3      22.52                   3.879
[worst max-delay path, cell delays in order (launching register included)]
cell     delay (ps)
dfxtp_4         350
inv_2            90
ha_4            200
nand2_1          60
o31a_1          160
inv_2            50
ha_2            180
a211o_1         220
a311o_1         310
[timing repair]
| item | in CTS | in global routing |
|---|---|---|
| buffers inserted | 0 | 0 |
| gates resized | 2 | 6 |
| endpoints found under the setup margin | 2 | 2 |
| pin swaps | 3 | 2 |
[where the power goes]
part / internal, W / switching (W)
registers: 0.000132 / 0.0000447
clock network: 0.0000786 / 0.0000339
logic: 0.000251 / 0.000171
total: 0.000461 / 0.000250
[layout by cell type (no fill, tap or decap), types with 2 or more instances in the layout]
master and instances:
clkbuf_4 3, nor2_1 4, xor2_1 2, nand2_1 4, inv_2 3, clkdlybuf4s50_1 5, ha_4 2, a21oi_1 2
ha_2 2, o31a_1 2, dfxtp_4 2, dfxtp_1 2, buf_4 9, a31oi_1 2
[path summary, 6_finish.rpt]
| check | startpoint | slack, ps | cells after the start | to |
|---|---|---|---|---|
| hold reg to reg | counter[3]$_DFF_P_ | 800 | 3 | counter[3]$_DFF_P_ |
| setup / recovery | counter[0]$_DFF_P_ | -30 | 8 | counter[3]$_DFF_P_ |
| hold / removal | P | 530 | 2 | counter[0]$_DFF_P_ |
| setup reg to reg | counter[0]$_DFF_P_ | -30 | 8 | counter[3]$_DFF_P_ |
Power and IR drop assume default switching activity.
