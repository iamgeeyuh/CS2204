`flow/design.v`:
```
`timescale 1ns/1ps
module addern(cin, x, y, sum, cout);
    parameter n = 16;
    input cin;
    input [n-1:0] x, y;
    output [n-1:0] sum;
    output cout;
    assign {cout, sum} = x + y + cin;
endmodule
```
`flow/run.sh`:
```
#!/bin/bash
# OpenROAD 26Q1-2900-gdf79404cd8, Yosys 0.63+post, stock flow scripts
make -C /OpenROAD-flow-scripts/flow DESIGN_CONFIG=/design/flow/config.mk WORK_HOME=/design/flow/orfs finish
```
`flow/config.mk`:
```
export PLATFORM = sky130hd
export DESIGN_NAME = addern
export DESIGN_NICKNAME = addern
export VERILOG_FILES = /design/flow/design.v
export SDC_FILE = /design/flow/constraint.sdc
export NUM_CORES = 4
export LEC_CHECK = 1
export CORE_AREA = 10 10 80 80
export DIE_AREA = 0 0 90 90
```
`flow/constraint.sdc`:
```
current_design addern

set clk_period 11.8
set clk_io_pct 0.2

create_clock -name clk0 -period $clk_period

set non_clock_inputs [all_inputs -no_clocks]
set_input_delay [expr $clk_period * $clk_io_pct] -clock clk0 $non_clock_inputs
set_output_delay [expr $clk_period * $clk_io_pct] -clock clk0 [all_outputs]
```
==> impl_summary.log <==
[report] implementation figures
[metrics] number of antenna-violating nets in the routed design: 0
[metrics] worst hold margin: 5.80 ns
[metrics] count of cell types in the netlist: 31
[metrics] fill cell count: approximately 520
[metrics] multi-input gate area in the final layout: 718 um2
[metrics] height of the die: around 90 um
[metrics] signal arrival time at the worst endpoint: ~5.3 ns
[metrics] DR vias/cell: slightly below 4
[metrics] static leakage power: around 0.00053 uW
[metrics] met2 global-route usage: 8.41%
[metrics] Post-route DRC: 0
[metrics] vias in the first global route: approximately 830
[metrics] average cell area after synthesis: 8.24 um2
[metrics] count of hold-fix buffers inserted at cts: 0
[metrics] pin count of the biggest net entering global routing: 7
[metrics] count of vias placed by the detailed router: roughly 800
[metrics] remaining global-route overflow: 0
[metrics] Core Area: around 0.0047 mm2
[metrics] wire length per cell after detailed routing: about 11 um
[metrics] 1st-iter DRT viols: 14
[metrics] Flop Count: 0
[metrics] clk_buf instances: 0
[metrics] Chip Footprint: roughly 0.0081 mm2
[metrics] antenna violations before repair: 0
[metrics] signed area change from the synthesized netlist to the final layout: 79.7%
[metrics] status: finished clean
[metrics] final total power: around 75 uW
[metrics] maximum achievable frequency: between 0.1 and 0.15 GHz
[metrics] Port-buffer cells: about 50
[metrics] combined flip-flop and latch cell area: 0 um2
[metrics] worst ir drop on vdd: 24.1 uV
[metrics] max cap viols: 0
[metrics] Synth Warn #: 0
[metrics] global-route wire length before repair: between 3000 and 4000 um
[metrics] final critical delay including setup and external delays: about 7.7 ns
[metrics] Routed WL: about 2300 um
[metrics] setup-violating endpoint count in the final report: 0
[metrics] top fanout value on the critical path: 2
[metrics] Max Slew Vio Count: 0
[metrics] I/O pin total: 50
[metrics] worst endpoint required time: ~9.4 ns
[metrics] FP Util: around 16%
[metrics] cell area after technology mapping: 733 um2
[metrics] Die Wd: 90 um
[metrics] Top cells excl fill/tap: clkdlybuf4s50_1, ha_1, a21oi_1, xnor2_1, xor2_1
[metrics] Least-Margin Pin Slew: 0.337 ns
[metrics] slew margin rel.: 77.3%
[metrics] ANT cells: 0
[metrics] Final Hold Violation Tally: 0
[metrics] Post-CTS Resized: 0
[metrics] count of mapped cells out of synthesis: 89
[metrics] count of tool warnings: 32
[metrics] first-pass iteration count of the detailed router: 3
[metrics] most common library cell in the layout ignoring fill and taps: clkdlybuf4s50_1
[metrics] share of layout cells above drive strength 1: about 8%
[metrics] number of rows in the core area: 25
[metrics] path type of the worst min-delay path: input port to output port
[metrics] Worst setup EP type: output port
[metrics] power per unit of standard cell area: 56.6 mW/mm2
[metrics] critical setup path kind: input port to output port
[metrics] Setup crit start kind: input port
[metrics] fraction of the yosys area taken by sequential cells: 0%
[metrics] unrepaired setup endpoints after global routing: false
[metrics] setup repair bufs after CTS: 0
[metrics] Top Usage Layer GRT: met2
[metrics] post-route clock period utilization: 65.0%
[metrics] all-layer global routing usage: 5.44%
[metrics] total half-perimeter wirelength after legalization and detailed placement: about 2100 um
[metrics] ys cells: approximately 90
[metrics] global-route met3 utilization: approximately 1.1%
[metrics] met1 track utilization from global routing: under 10%
[metrics] final-layout setup total negative slack: 0 ns
[metrics] yosys synthesis chip area: between 700 and 800 um2
[metrics] final weighted congestion of routability-driven global placement: roughly 0.74
==> cell type report <==
| cell class | instances | share of cell area, % |
|---|---|---|
| well taps | 67 | 6.36 |
| multi-input cells | 85 | 54.5 |
| repair buffers | 50 | 38.0 |
| inverters | 4 | 1.14 |
==> logic make-up after synthesis <==
logic type,share of synthesized area (%)
buffers and inverters,2.05
adder cells (fa/ha/maj),31.1
AND-OR/OR-AND,39.1
AND/OR/NAND/NOR,11.1
XOR/XNOR,16.7
==> cell usage after synthesis (all sizes together) <==
cell,instances,area [um2]
ha,15,188
a21oi,12,71.3
xnor2,9,78.8
o21ai,7,42.5
a21o,5,38.8
xor2,5,43.8
inv,4,15.0
nand2,4,15.0
nand3,3,15.0
nor2,3,11.3
o21bai,3,22.5
fa,2,40.0
nand2b,2,12.5
o21a,2,15.0
o31ai,2,20.0
a2111oi,1,15.0
a211o,1,8.76
a211oi,1,12.5
a221o,1,10.0
a31oi,1,6.26
and3,1,6.26
and4,1,8.76
nor2b,1,6.26
o221ai,1,15.0
o2bb2ai,1,8.76
or2,1,6.26
==> per-layer routing <==
| layer | wire length (um) | vias up |
|---|---|---|
| met5 | 0 | - |
| met4 | 0 | 0 |
| met3 | 130 | 0 |
| met2 | 979 | 29 |
| met1 | 1220 | 336 |
| li1 | - | 436 |
==> critical path, cell delays in order <==
cell             delay, ns
clkdlybuf4s50_1       0.43
fa_1                  0.46
fa_1                  0.43
a21oi_2               0.20
o21ai_2               0.10
a2111oi_2             0.41
o31ai_1               0.12
a21oi_1               0.18
xnor2_1               0.14
clkdlybuf4s50_1       0.50
==> metrics by stage <==
stage	std cells	worst slack [ns]	util, %	area (um2)
floorplan	89	5.19	-	733
global placement	206	4.11	27.9	1320
detailed placement	206	4.10	27.9	1320
CTS	206	4.08	27.9	1320
global route	206	3.93	27.9	1320
finish	206	4.13	27.9	1320
==> power breakdown <==
part / internal, uW / switching, uW / leakage (uW)
combinational: 48.3 / 26.2 / 0.000526
clock: 0 / 0 / 0
sequential: 0 / 0 / 0
==> final timing paths <==
check	startpoint	end	slack, ns	depth (start not counted)
setup / recovery	y[0]	sum[10]	4.13	10
hold / removal	x[15]	sum[15]	5.80	4
No activity file was given, so power comes from the tool's default toggle rates.
